<file path="flow/config.mk">
export PLATFORM = sky130hd
export DESIGN_NAME = washing
export DESIGN_NICKNAME = washing
export VERILOG_FILES = /design/flow/design.v
export SDC_FILE = /design/flow/constraint.sdc
export NUM_CORES = 4
export LEC_CHECK = 1
export CORE_AREA = 10 10 70 70
export DIE_AREA = 0 0 80 80
</file>
<file path="flow/constraint.sdc">
current_design washing

set clk_period 1.0
set clk_io_pct 0.2

create_clock -name clk0 -period $clk_period [get_ports {clk}]

set non_clock_inputs [all_inputs -no_clocks]
set_input_delay [expr $clk_period * $clk_io_pct] -clock clk0 $non_clock_inputs
set_output_delay [expr $clk_period * $clk_io_pct] -clock clk0 [all_outputs]
</file>
<file path="flow/design.v">
`timescale 10ns / 1ps
module washing(
    input clk,
    input reset,
    input door_close,
    input start,
    input filled,
    input detergent_added,
    input cycle_timeout,
    input drained,
    input spin_timeout,
    output reg door_lock,
    output reg motor_on,
    output reg fill_value_on,
    output reg drain_value_on,
    output reg done,
    output reg soap_wash,
    output reg water_wash
);
    parameter check_door = 3'b000;
    parameter fill_water = 3'b001;
    parameter add_detergent = 3'b010;
    parameter cycle = 3'b011;
    parameter drain_water = 3'b100;
    parameter spin = 3'b101;
    reg [2:0] current_state, next_state;
    always @(current_state or start or door_close or filled or detergent_added or drained or cycle_timeout or spin_timeout) begin
        case (current_state)
            check_door: begin
                if (start == 1 && door_close == 1) begin
                    next_state = fill_water;
                    motor_on = 0;
                    fill_value_on = 0;
                    drain_value_on = 0;
                    door_lock = 1;
                    soap_wash = 0;
                    water_wash = 0;
                    done = 0;
                end else begin
                    next_state = current_state;
                    motor_on = 0;
                    fill_value_on = 0;
                    drain_value_on = 0;
                    door_lock = 0;
                    soap_wash = 0;
                    water_wash = 0;
                    done = 0;
                end
            end
            fill_water: begin
                if (filled == 1) begin
                    if (soap_wash == 0) begin
                        next_state = add_detergent;
                        motor_on = 0;
                        fill_value_on = 0;
                        drain_value_on = 0;
                        door_lock = 1;
                        soap_wash = 1;
                        water_wash = 0;
                        done = 0;
                    end else begin
                        next_state = cycle;
                        motor_on = 0;
                        fill_value_on = 0;
                        drain_value_on = 0;
                        door_lock = 1;
                        soap_wash = 1;
                        water_wash = 1;
                        done = 0;
                    end
                end else begin
                    next_state = current_state;
                    motor_on = 0;
                    fill_value_on = 1;
                    drain_value_on = 0;
                    door_lock = 1;
                    done = 0;
                end
            end
            add_detergent: begin
                if (detergent_added == 1) begin
                    next_state = cycle;
                    motor_on = 0;
                    fill_value_on = 0;
                    drain_value_on = 0;
                    door_lock = 1;
                    soap_wash = 1;
                    done = 0;
                end else begin
                    next_state = current_state;
                    motor_on = 0;
                    fill_value_on = 0;
                    drain_value_on = 0;
                    door_lock = 1;
                    soap_wash = 1;
                    water_wash = 0;
                    done = 0;
                end
            end
            cycle: begin
                if (cycle_timeout == 1) begin
                    next_state = drain_water;
                    motor_on = 0;
                    fill_value_on = 0;
                    drain_value_on = 0;
                    door_lock = 1;
                    done = 0;
                end else begin
                    next_state = current_state;
                    motor_on = 1;
                    fill_value_on = 0;
                    drain_value_on = 0;
                    door_lock = 1;
                    done = 0;
                end
            end
            drain_water: begin
                if (drained == 1) begin
                    if (water_wash == 0) begin
                        next_state = fill_water;
                        motor_on = 0;
                        fill_value_on = 0;
                        drain_value_on = 0;
                        door_lock = 1;
                        soap_wash = 1;
                        done = 0;
                    end else begin
                        next_state = spin;
                        motor_on = 0;
                        fill_value_on = 0;
                        drain_value_on = 0;
                        door_lock = 1;
                        soap_wash = 1;
                        water_wash = 1;
                        done = 0;
                    end
                end else begin
                    next_state = current_state;
                    motor_on = 0;
                    fill_value_on = 0;
                    drain_value_on = 1;
                    door_lock = 1;
                    soap_wash = 1;
                    done = 0;
                end
            end
            spin: begin
                if (spin_timeout == 1) begin
                    next_state = check_door;
                    motor_on = 0;
                    fill_value_on = 0;
                    drain_value_on = 0;
                    door_lock = 1;
                    soap_wash = 1;
                    water_wash = 1;
                    done = 1;
                end else begin
                    next_state = current_state;
                    motor_on = 0;
                    fill_value_on = 0;
                    drain_value_on = 1;
                    door_lock = 1;
                    soap_wash = 1;
                    water_wash = 1;
                    done = 0;
                end
            end
            default: begin
                next_state = check_door;
            end
        endcase
    end
    always @(posedge clk or posedge reset) begin
        if (reset) begin
            current_state <= check_door;
        end else begin
            current_state <= next_state;
        end
    end
endmodule
</file>
<file path="flow/run.sh">
#!/bin/bash
# OpenROAD 26Q1-2900-gdf79404cd8, Yosys 0.63+post, stock flow scripts
make -C /OpenROAD-flow-scripts/flow DESIGN_CONFIG=/design/flow/config.mk WORK_HOME=/design/flow/orfs finish
</file>
==> reports/results.tsv <==
metric	value	unit
cts_hold_buf	0	
p_leak	0.331	nW
dieArea	0.00640	mm2
start_kind	primary input	
lay_top_cells	15 x clkdlybuf4s50_1, 10 x nand2_1, 7 x dlxtn_1, 5 x dfrtp_1, 4 x buf_4	
drt-initial-drc-count	7	
power.share.switching	28.5	%
clk_pin_slew	0.05	ns
vias_per_cell	3.38	
fin_area	701	um2
logic_family	simple AND/OR/NAND/NOR gates	
syn_avg_cell_area	9.75	um2
die_h	80	um
cts_buffer_depth	2	
ant_nets	0	
dr_total_vias	382	
fmax	1060	MHz
placedCellCount	109	
tns	0	ns
drc	0	
ys_warn_count	2	
maxSlewViolCount	0	
fillers	380	
cts_made_buffers	3	
crit_path_max_fanout	2	
crit_buf_inv	2	
pre_cts_ws	-0.224	ns
mux_area_share	0	%
slew_headroom	71.8	%
holdWs	0.183	ns
cts.repair_timing.setup_buffer_count	0	
p_seq_share	47.4	%
power.share.clock	13.4	%
ys_sh_xor	0	%
power	1.80	mW
cts_max_level	1	
status	finished, final reports clean	
fp_util	12.6	%
ys_sh_simple	23.6	%
ys_area	429	um2
top_level_ports	16	
cp_data_required_time	1.13	ns
antenna_found_initial	0	
rows	21	
grt_pass1_wl	1840	um
period_used_share	94.7	%
post_synth_num_cell_types	21	
fin_worst_skew	0.00174	ns
wirelength	1130	um
crit_chain	clkdlybuf4s50_1 > nand2b_4 > inv_1 > a31oi_1 > o21ai_1	
rsz0062_at_grt	no	
port-buffer-count	15	
aoi_share	14.0	%
worstSetupPathType	in2reg	
syn_inst	44	
grt_max_degree	7	
cts_root_buf	clkbuf_4	
globalplace.congestion	0.794	
slowest_delay	0.48	ns
place_area	667	um2
ys.flops	13	
firstDrtPassIters	4	
dp_hpwl	963	um
hold_viol	0	
hold_class	in2async	
unclocked_pins	7	
untimed_endpoints	14	
final_cells	113	
layout_top_cell	clkdlybuf4s50_1	
openroad.warnings	25	
period_minus_slack	0.947	ns
syn_area	429	um2
drive_gt1_share	20.9	%
groute.usage.overall	3.68	%
fin_ws	0.0532	ns
diodes	0	
max-cap-violations	0	
cp_slowest_cell	clkdlybuf4s50_1	
power.density	2570	mW/mm2
clock_latency	0.24	ns
setup_viol	0	
cts_tree	built	
fa_ha_area_share	0	%
grt_pass1_vias	384	
cts_resized	0	
area_growth_syn_to_layout	63.3	%
worst_slew_pin_slew	0.420	ns
fp.coreArea	0.00342	mm2
pwr-share-comb	39.2	%
vdd_drop_max	608	uV
cp.arrival	1.07	ns
critPathCaptureType	flop	
p_switching	514	uW
die_w	80	um
ys_cells	44	
fin_util	20.5	%
wl_per_cell	9.96	um
intPower	1.29	mW
overflow	0	
cp_top_family	buffers and inverters	
## cells in the mapped netlist (all sizes together)
cell	n	share of area [%]
nand2	10	8.7
dlxtn	7	24
dfrtp	5	29
inv	3	2.6
nand2b	2	2.9
nand3	2	2.3
o21ai	2	3.2
a211o	1	2.3
a21o	1	1.7
a21oi	1	1.2
a221o	1	2.6
a31oi	1	1.5
and2	1	1.7
dfstp	1	6.1
nor2	1	0.87
nor2b	1	1.5
nor3	1	1.2
o22ai	1	1.5
or2b	1	1.7
or4	1	2.6
## final timing paths
path	from	endpoint	slack (ns)	cells after the start
worst min register to register	current_state[5]$_DFF_PP0_	current_state[1]$_DFF_PP0_	0.53	2
min in group clk0	current_state[5]$_DFF_PP0_	current_state[1]$_DFF_PP0_	0.53	2
worst max register to register	current_state[3]$_DFF_PP0_	current_state[3]$_DFF_PP0_	0.07	4
worst max-delay path	filled	current_state[3]$_DFF_PP0_	0.05	5
worst min-delay path	reset	current_state[1]$_DFF_PP0_	0.18	2
max in group asynchronous	reset	current_state[0]$_DFF_PP1_	0.56	2
## registers in the layout, summed over array words and instances (netlist names)
| name | cells |
|---|---|
| fill_value_on | 1 |
| motor_on | 1 |
| drain_value_on | 1 |
| done | 1 |
| water_wash | 1 |
| door_lock | 1 |
| soap_wash | 1 |
| current_state | 6 |
## area by class of cell
class / instances / area (um2) / area share [%]
flip-flops and latches: 13 / 256 / 36.6
repair buffers: 19 / 180 / 25.7
multi-input cells: 28 / 169 / 24.1
clock buffers: 4 / 26.3 / 3.75
well taps: 46 / 57.6 / 8.21
inverters: 3 / 11.3 / 1.61
## power by group through the flow
stage     clock network (mW)  registers (mW)  logic [mW]
5_1_grt                0.281           0.885       0.798
6_report               0.242           0.854       0.706
4_1_cts                0.250           0.848       0.713
## cells by family (layout without fill, tap and decap cells)
family / count (synthesis) / after routing
buffers and inverters: 3 / 26
AND/OR/NAND/NOR: 20 / 20
latches: 7 / 7
AND-OR/OR-AND: 8 / 8
flip-flops: 6 / 6
## layer usage
| layer | global-route usage (%) | part of all wire (%) |
|---|---|---|
| met4 | 0.176 | 0.53 |
| met1 | 4.46 | 45 |
| met3 | 3.07 | 15 |
| met5 | 0 | 0 |
| met2 | 5.14 | 39 |
Power and IR drop assume default switching activity.
